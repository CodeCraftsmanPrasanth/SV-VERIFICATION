$ cat config.mk
export PLATFORM = sky130hd
export DESIGN_NAME = SYNCHRONOUS_FIFO
export DESIGN_NICKNAME = SYNCHRONOUS_FIFO
export VERILOG_FILES = /design/flow/design.v
export SDC_FILE = /design/flow/constraint.sdc
export NUM_CORES = 4
export LEC_CHECK = 1
export CORE_UTILIZATION = 30
export SYNTH_HDL_FRONTEND = slang
$ cat constraint.sdc
current_design SYNCHRONOUS_FIFO

set clk_period 6.0
set clk_io_pct 0.2

create_clock -name clk0 -period $clk_period [get_ports {clk}]

set non_clock_inputs [all_inputs -no_clocks]
set_input_delay [expr $clk_period * $clk_io_pct] -clock clk0 $non_clock_inputs
set_output_delay [expr $clk_period * $clk_io_pct] -clock clk0 [all_outputs]
$ cat design.v
interface interf(input logic clk,rst);
  logic d;
  logic q;
endinterface
class transaction;
  parameter data_width =5, data_addr=8;
  bit clk;
  bit rst;
  rand bit [$clog2(data_addr)-1:0]addr;
  rand bit en;
  rand bit [data_width-1:0] data_in;
  bit [data_width-1:0] data_out;
endclass
`timescale 1ns / 1ps
module SYNCHRONOUS_FIFO#(parameter FIFO_Depth = 12, DATA_WIDTH=5 )
    (input clk, rst,wr_en,rd_en,
     input [DATA_WIDTH-1:0] data_in,
     output reg [DATA_WIDTH-1:0] data_out,
     output full, empty);
     localparam addrwidth=$clog2(FIFO_Depth);
     reg [DATA_WIDTH-1:0] FIFO [FIFO_Depth-1:0];
     reg [addrwidth:0] read_pointer;
     reg [addrwidth:0] write_pointer;
     always @(posedge clk or posedge rst) begin
        if (rst) begin
            write_pointer<=0;          
        end
        else begin
            if ( wr_en & ~full ) begin
                FIFO[write_pointer[addrwidth-1:0]]<=data_in;
              if (write_pointer[addrwidth-1:0] == FIFO_Depth-2) begin
                    if (write_pointer[addrwidth]==1) begin
                        write_pointer[addrwidth:0]<=0;
                    end
                    else begin
                        write_pointer[addrwidth-1:0]<=0;
                        write_pointer[addrwidth]<=1'b1;
                    end
                end
                else  write_pointer<=write_pointer+1;
            end   
        end
    end
    always @(posedge clk or posedge rst) begin
        if (rst) begin
            read_pointer<=0;
        end
        else begin
            if (rd_en & ~empty ) begin
              data_out<=FIFO[read_pointer[addrwidth-1:0]];
              if (read_pointer[addrwidth-1:0] == FIFO_Depth-1) begin
                if (read_pointer[addrwidth]==1) begin
                  read_pointer[addrwidth:0]<=0;
                end
                else begin
                  read_pointer[addrwidth-1:0]<=0;
                  read_pointer[addrwidth]<=1'b1;
                end
              end
              else  read_pointer<=read_pointer+1;
            end            
        end
    end
    assign  full= ((~(write_pointer[addrwidth])==read_pointer[addrwidth]) & (write_pointer[addrwidth-1:0]==read_pointer[addrwidth-1:0]));
    assign empty=(read_pointer==write_pointer);
endmodule
$ cat run.sh
#!/bin/bash
# OpenROAD 26Q1-2900-gdf79404cd8, Yosys 0.63+post, stock flow scripts
make -C /OpenROAD-flow-scripts/flow DESIGN_CONFIG=/design/flow/config.mk WORK_HOME=/design/flow/orfs finish
==> results.cfg <==
; physical design summary
[finish]
multi_input_comb_area_um2 = 917.1
ff_latch_area_um2 = 2202
final_layout_size_suffix_gt1_share_pct = 22.27
area_growth_pct = 14.84
non_filler_cells_in_the_finished_layout = 347
nFillCells = 969

[detailed_routing]
finalWirelength_mm = 5.485
detail_route.drc_violations = 0
ant_nets = 0
drt_first_iter_violations = 111
via_per_inst = 4.798
vias = 1665
first_pass_iters = 4
insertedDiodeCount = 0
wl_cell_um = 15.81

[floorplan]
die_height_um = 105.5
initial_core_util_pct = 30.98
die_w_um = 105.5
number_of_cell_rows = 37
num_io_pins = 16
design.core.area_um2 = 10370
design.die.area_um2 = 11130

[job]
max_cap_viol_count = 0
openroad.warnings = 25

[cts]
cts.path.max_buffers = 2
clk_pin_slew_worst_paths_ns = 0.07
cts.sinks = 75
tritoncts.num_buffers = 9
worstSkewPairLatency_ns = 0.35
postCtsSetupBuffers = 0
cts-hold-fix-buffers = 0
tritoncts = yes
htree_num_levels = 3
cts.repair.resized = 0
clock_tree.root_cell = clkbuf_8

[grt]
grt_start_max_net_pins = 21
grt_pass1_vias = 1681
grt_usage_pct = 10.80
grt_first_pass_wirelength_mm = 8.749
total_gr_overflow = 0
initial_antenna_violation_count = 0

[place]
dp.cells = 331
dp_hpwl_mm = 3.693
place.gp.congestion = 0.7968
buffer_ports.inserted = 15

[yosys]
ys_cells = 183
synthDistinctLibCells = 40
syn_inst = 183
post_synth_design_cell_area_um2 = 3213
average_cell_area_after_synthesis_um2 = 17.56
ys_seq_share_pct = 68.54
yosys.stat.chipArea_um2 = 3213
yosysWarningCount = 0
yosys_register_bits = 75

[setup_path]
critical_path_class = register to output pin
cp_slowest_stage_delay_ns = 0.68
cp_top_family = flip-flops
worst_r2r_path_depth = 4
path_max_fanout = 17
critPathCaptureType = output pin
cp_cell_sequence = xnor2_1 -> nand4_2 -> nand2b_1 -> inv_1 -> clkdlybuf4s50_1
worst_r2r_endpoint = FIFO[10][1]
critPathSlowestCell = dfrtp_1
worstSetupStartpointType = register
worstPathBufferInverterCount = 2
regToRegStartpoint = read_pointer[3]
worstPathRequired_ns = 4.80
worst_ep_arrival_time_ns = 2.30
ff2ff_setup_slack_ns = 3.39

[sta]
worst_pin_slew_ns = 1.000
rsz0062_at_grt = false
period_needed_ns = 3.500
fin_skew_ns = 0.006774
timing.fmax_ghz = 0.2857
finalMaxSlewViolations = 0
setup_viol_count_final = 0
timing.max_slew.rel_slack_pct = 32.69
final_period_util_pct = 58.34
setup-tns-final_ns = 0
report.final.hold_viol_count = 0
hold-worst-slack_ns = 0.5298

[min_path]
min-delay-path-class = register to register
holdPathEnd = write_pointer[4]
worst_hold_startpoint = write_pointer[4]
worst_hold_path.num_cells = 1

[power]
static-leakage-power_nw = 1.216
ir_drop_v = 0.0001343
power-per-cell-area_nw_per_um2 = 429.8

[run_status]
outcome = finished clean
## synth_stat cells (all sizes together)
cell     number  area [um^2]
and2          2        12.51
mux2          4        52.55
xnor2         9        93.84
or2           2        12.52
o221ai        2        17.52
o2bb2ai       1        8.760
or2b          1        7.510
edfxtp       65         1952
inv           4        15.01
buf           8        61.31
o2111ai       3        26.28
o211ai        2        15.01
dfrtp        10        250.2
nor3          5        25.02
mux4         15        337.8
nand2         8        30.03
nand2b        4        25.02
a31oi         1        6.260
a221o         2        20.02
xor2          1        8.760
nor2b         1        6.260
nor4          8        50.05
clkbuf        4        17.52
o21ai         6        33.78
nor2          3        11.26
o21a          1        15.01
nor4b         1        8.760
a21oi         1        5.000
ha            1        12.51
and3          2        12.51
mux2i         5        50.05
nand4         1        12.51
## registers in the layout, indices dropped and copies added (netlist names)
signal	count
FIFO	60
data_out	5
read_pointer	5
write_pointer	5
## layer usage
metal  vias to the layer above  track usage, %  routed length (um)
li1                        777               -                   -
met1                       826           15.33                2384
met2                        51           16.54                2597
met3                        11           4.543                 383
met4                         0           2.083                 118
met5                         -               0                   0
## report_power, final
group | total [mW] | internal [mW] | switching [mW]
clock network | 0.331 | 0.148 | 0.183
logic | 0.531 | 0.274 | 0.257
registers | 0.723 | 0.643 | 0.0802
## stage by stage
stage / util [%] / setup slack (ns) / power [mW] / cell area [um^2]
after global placement: 33.96 / 2.834 / 1.271 / 3522
after global routing: 35.58 / 2.308 / 1.674 / 3690
after floorplan: - / 3.514 / 1.159 / 3213
after CTS: 35.58 / 2.477 / 1.605 / 3690
final: 35.58 / 2.500 / 1.586 / 3690
after detailed placement: 33.96 / 2.678 / 1.272 / 3522
## cell type report
class | count | area share (%)
inverter | 4 | 0.4069
clock inverter | 7 | 1.187
clock buffer | 9 | 3.357
sequential | 75 | 59.68
tap | 136 | 4.612
timing repair buffer | 24 | 5.900
multi-input combinational | 92 | 24.86
## how the worst max path moves through the flow
stage	startpoint	to	slack, ns	cells past startpoint
4_1_cts	read_pointer[3]	full	2.48	5
6_report	read_pointer[3]	full	2.50	5
5_1_grt	read_pointer[3]	full	2.31	5
## worst register-to-register path, stage by stage, from the launching register on
cell and delay, ns:
dfrtp_1 0.68, xnor2_1 0.16, nand4_2 0.26, o21ai_2 0.22
nor4_1 0.91
## layout by cell type (no fill, tap or decap), types with 3 or more instances in the layout
cell type and n:
nor2_1 3, nor3_1 5, inv_1 3, edfxtp_1 65
clkdlybuf4s50_1 15, nand2b_1 4, nand2_1 8, xnor2_1 7
clkbuf_8 9, mux2i_1 5, nor4_1 8, o21ai_1 5
o2111ai_1 3, dfrtp_1 10, buf_4 9, mux4_2 15
## logic make-up (layout without fill, tap and decap cells)
| logic type | after synthesis | in the layout | share of synthesized area, % |
|---|---|---|---|
| AND-OR/OR-AND | 19 | 19 | 4.595 |
| XOR/XNOR | 10 | 10 | 3.193 |
| adder cells (fa/ha/maj) | 1 | 1 | 0.3893 |
| buffers and inverters | 16 | 44 | 2.921 |
| flip-flops | 75 | 75 | 68.54 |
| multiplexers | 24 | 24 | 13.71 |
| AND/OR/NAND/NOR | 38 | 38 | 6.659 |
No activity file was given, so power comes from the tool's default toggle rates.
